`flow/design.v`:
```
module Reg_File( clk_i, rst_n, RSaddr_i, RTaddr_i, RDaddr_i, RDdata_i, RegWrite_i, RSdata_o, RTdata_o );
input           clk_i;
input           rst_n;
input           RegWrite_i;
input  [3-1:0]  RSaddr_i;
input  [3-1:0]  RTaddr_i;
input  [3-1:0]  RDaddr_i;
input  [16-1:0] RDdata_i;
output [16-1:0] RSdata_o;
output [16-1:0] RTdata_o;   
reg  signed [16-1:0] Reg_File [0:8-1];      
wire        [16-1:0] RSdata_o;
wire        [16-1:0] RTdata_o;
assign RSdata_o = Reg_File[RSaddr_i] ;
assign RTdata_o = Reg_File[RTaddr_i] ;   
always @( negedge rst_n or negedge clk_i  ) begin
    if(rst_n == 0) begin
	    Reg_File[0]  <= 0; Reg_File[1]  <= 0; Reg_File[2]  <= 0; Reg_File[3]  <= 0;
	    Reg_File[4]  <= 0; Reg_File[5]  <= 0; Reg_File[6]  <= 0; Reg_File[7]  <= 0;
	end
    else begin
        if(RegWrite_i) 
            Reg_File[RDaddr_i] <= RDdata_i;	
		else 
		    Reg_File[RDaddr_i] <= Reg_File[RDaddr_i];
	end
end
endmodule     
```
`flow/run.sh`:
```
#!/bin/bash
# OpenROAD 26Q1-2900-gdf79404cd8, Yosys 0.63+post, stock flow scripts
make -C /OpenROAD-flow-scripts/flow DESIGN_CONFIG=/design/flow/config.mk WORK_HOME=/design/flow/orfs finish
```
`flow/config.mk`:
```
export PLATFORM = sky130hd
export DESIGN_NAME = Reg_File
export DESIGN_NICKNAME = Reg_File
export VERILOG_FILES = /design/flow/design.v
export SDC_FILE = /design/flow/constraint.sdc
export NUM_CORES = 4
export LEC_CHECK = 1
export CORE_UTILIZATION = 30
```
`flow/constraint.sdc`:
```
current_design Reg_File

set clk_period 4.5
set clk_io_pct 0.2

create_clock -name clk0 -period $clk_period [get_ports {clk_i}]

set non_clock_inputs [all_inputs -no_clocks]
set_input_delay [expr $clk_period * $clk_io_pct] -clock clk0 $non_clock_inputs
set_output_delay [expr $clk_period * $clk_io_pct] -clock clk0 [all_outputs]
```
==> notes.md <==
impl run done, here's what came out: Pre-Place Util 30.5%, comb. cell area 0.00500 mm2, number of global-route vias before repair 8,954, via count 9,135, crit path kind register to output pin, Tot Pwr 0.00473 W, RSZ-0062 raised after global routing yes, total CTS buffers 17, Initial DRC Count 776, final-report hold violation count 0, most instantiated logic cells after routing buf_4, dfrtn_1, nand2_1, ANT cells 0, Max Root-Sink Buffers 2, Crit. End Element output pin, Reg clk slew, reported paths 0.04 ns, Max Cap Violations 0, pre-CTS setup slack -0.730 ns, Top reg by flops Reg_File, FFs w/ async S/R, synth 100%, Synth-to-Final Area Change 48.0%, pwr dens 390 mW/mm2, dpl hpwl 24.9 mm, routing usage on met2 38.6%, first-pass GRT wire length 55.3 mm, Yosys chip area 0.00820 mm2, GRT met1 Usage 36.9%, Tool Warnings 28, initial antenna violation count 0, port bufs 59, CP startpoint kind register, Final ANT Viol Nets 0, # rows 60, Die Area 0.0280 mm2, GRT busiest layer met2, Root Driver clkbuf_16, Crit path arrival time 3.95 ns, core area 0.0269 mm2, EDFF count, synth 0, Vias/cell 6.07, normalized max-slew margin 53.0%, final setup violation count 32, CTS tree done, grt met3 use 12.3%, crit-path max FO 2, setup slack after layout -0.351 ns, synth unique cells 63, most instantiated logic cell after routing buf_4, Synth Warn # 2, Die Y-Extent 167 um, # DRC 0, H-tree Lvls 4, max reg flops 128, Top Registers Reg_File: 128 flops, first drt pass iteration count 5, Yosys Instances 882, final hold slack 0.461 ns, IO Pins 60, Max Clock Skew 0.00368 ns, R2R setup slack 2.73 ns, Max Slew Vio Count 0, total gr overflow 0, VDD IR max 228 uV, Tightest Hold Check Type register to register, clk latency late pin 0.40 ns, failing checks setup timing, Synth Cell Area 0.00820 mm2, Syn Area/Cell 9.30 um2, Detailed Route WL 37.0 mm, Flop area 0.00320 mm2, sequential cell area fraction in the yosys report 39.0%, Post-synth top flop dfrtn_1, pin count of the biggest net entering global routing 48, layout cells sized above 1 42.2%, number of clock sinks 128, Slew @ Worst Pin 0.704 ns, Synth Register Bits 128, CTS Hold Buffers Added 0, Mapped Cells 882, total track usage 27.2%, die span in x 167 um, Pleak 5.44 nW, crit path DRT 3.60 ns, outcome finished with violations, WL/cell 24.6 um, Filler cells 2,441, global placement routability congestion 0.999
==> cell families after synthesis <==
kind of cell,share of synthesized area (%)
compound gates,27.6
simple gates,14.8
flops,39.0
buf+inv,6.31
mux,12.3
==> power breakdown <==
part           internal [W]  switching, W
sequential          0.00141      0.000204
clock              0.000910      0.000542
combinational      0.000895      0.000769
==> layout make-up <==
cell class	count	share of cell area [%]
Clock buffer	21	3.87
Multi-Input combinational cell	653	41.1
Tap cell	341	3.51
Clock inverter	11	1.12
Timing Repair Buffer	332	23.4
Inverter	19	0.608
Sequential cell	128	26.4
==> metal layers <==
layer	share of wire [%]	wire, um
met4	4.7	1740
met1	40	14700
met3	14	4990
met5	0	0
met2	42	15600
==> through the flow <==
| step | util (%) | instances | instance area (um2) | setup TNS, ns |
|---|---|---|---|---|
| after floorplan | - | 882 | 8220 | -0.710 |
| after global placement | 39.5 | 1415 | 10600 | -79.75 |
| after detailed placement | 39.5 | 1415 | 10600 | -78.77 |
| after CTS | 44.4 | 1502 | 11900 | -7.07 |
| after global routing | 45.2 | 1505 | 12100 | -8.33 |
| final | 45.2 | 1505 | 12100 | -6.41 |
==> synth_stat cells, types with 3 or more instances <==
cell type	n	area, um2
a211o_1	6	52.6
a211oi_1	5	37.5
a21oi_1	44	220
a221o_1	3	30.0
a221oi_1	39	342
a22o_1	6	52.6
a22oi_1	19	143
and2_1	3	18.8
and3_1	9	56.3
buf_1	5	18.8
buf_12	3	60.1
buf_2	36	180
buf_4	4	30.0
buf_6	4	45.0
clkbuf_1	30	113
dfrtn_1	128	3200
inv_1	16	60.1
mux2_2	46	518
mux2i_1	39	390
mux4_2	3	67.6
nand2_1	126	473
nand2b_1	14	87.6
nand3_1	8	40.0
nor2_1	61	229
nor2b_1	18	113
nor3_1	9	45.0
o21ai_0	40	200
o21ai_1	3	15.0
o221a_2	5	56.3
o221ai_1	71	622
o22a_1	18	158
o22ai_1	9	56.3
o2bb2ai_1	9	78.8
o32ai_1	5	43.8
or2_2	5	31.3
==> worst max-delay path: stages (launching register included) <==
cell and delay (ns):
dfrtn_1 0.35, buf_6 0.12, a22o_1 0.18, a222oi_1 0.36, a21oi_1 0.16, buf_2 0.14
==> final timing paths <==
path | startpoint | to | cells after the start
worst max-delay path | Reg_File[3][14] | RTdata_o[14] | 5
worst min-delay path | Reg_File[5][5] | Reg_File[5][5] | 2
worst max register to register | Reg_File[7][8] | Reg_File[4][8] | 7
worst min register to register | Reg_File[5][5] | Reg_File[5][5] | 2
max in group asynchronous | rst_n | Reg_File[6][6] | 2
min in group asynchronous | rst_n | Reg_File[0][1] | 1
==> what timing repair did <==
item | in CTS | in global routing
setup buffers | 54 | 8
pin swaps | 86 | 41
gates resized | 188 | 47
gates cloned | 1 | 0
setup endpoints to repair | 147 | 51
Power figures rest on the tool's default switching activity, not on a simulated workload.
