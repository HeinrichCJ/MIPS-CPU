==> ./design.v <==
module ALU( aluSrc1, aluSrc2, ALU_operation_i, result, zero, overflow );
input	signed [15:0]  aluSrc1;
input	signed [15:0]  aluSrc2;
input	[4-1:0] ALU_operation_i;
output	[15:0]  result;
output		    zero;
output		    overflow;
wire		    zero;
wire            overflow;
wire    [16-1:0]result;
reg [15:0] result_1;
always@(*)
begin
    case(ALU_operation_i)
        4'b0010:
        begin
            result_1 = aluSrc1 + aluSrc2;
        end
        4'b0110:
        begin
            result_1 = aluSrc1 - aluSrc2;
        end
        4'b0000:
        begin
            result_1 = aluSrc1 & aluSrc2;
        end
        4'b0001:
        begin
            result_1 = aluSrc1 | aluSrc2;
        end
        4'b1100:
        begin
            result_1 = ~(aluSrc1 | aluSrc2);
        end
        4'b0111:
        begin
            result_1 = (aluSrc1 < aluSrc2)? 16'b1:16'b0;
        end
        default:
        begin
            result_1 = 16'b0;
        end
    endcase
end
assign result = result_1;
assign zero = (result == 16'b0)? 1'b1 : 1'b0;
assign overflow = (aluSrc1[15] & aluSrc2[15] & ~result[15]) | (~aluSrc1[15] & ~aluSrc2[15] & result[15]);
endmodule
==> ./run.sh <==
#!/bin/bash
# OpenROAD 26Q1-2900-gdf79404cd8, Yosys 0.63+post, stock flow scripts
make -C /OpenROAD-flow-scripts/flow DESIGN_CONFIG=/design/flow/config.mk WORK_HOME=/design/flow/orfs finish
==> ./config.mk <==
export PLATFORM = sky130hd
export DESIGN_NAME = ALU
export DESIGN_NICKNAME = ALU
export VERILOG_FILES = /design/flow/design.v
export SDC_FILE = /design/flow/constraint.sdc
export NUM_CORES = 4
export LEC_CHECK = 1
export CORE_AREA = 10 10 100 100
export DIE_AREA = 0 0 110 110
==> ./constraint.sdc <==
current_design ALU

set clk_period 10.3
set clk_io_pct 0.2

create_clock -name clk0 -period $clk_period

set non_clock_inputs [all_inputs -no_clocks]
set_input_delay [expr $clk_period * $clk_io_pct] -clock clk0 $non_clock_inputs
set_output_delay [expr $clk_period * $clk_io_pct] -clock clk0 [all_outputs]
==> impl_table.tex <==
% Implementation results table
\begin{tabular}{lr}
\hline
Metric & Value \\
\hline
\multicolumn{2}{l}{\textbf{Layout}} \\
\quad Area growth from synthesis to final layout & 20.8\% \\
\quad Fin cells & 550 \\
\quad Seq cells & 0 \\
\quad Combined flip-flop and latch cell area & 0 um\^{}2 \\
\quad Total of clock buffers placed in the layout & 0 \\
\quad Layout cells sized above 1 & 6.03\% \\
\quad Finished layout cell area & around 3500 um\^{}2 \\
\multicolumn{2}{l}{\textbf{Timing}} \\
\quad Setup repair after global routing missed its margin & no \\
\quad Tmin final & 8.00 ns \\
\quad Max transition margin & a little under three fifths \\
\quad Number of hold violations in the final report & 0 \\
\quad Final count of negative-setup-slack endpoints & 0 \\
\quad Achievable Freq & about 0.13 GHz \\
\quad Final critical-path share of the clock period & around 78\% \\
\quad Setup tns final & 0 ns \\
\quad Crit path setup slack, layout & about 2.3 ns \\
\quad Number of slew-limit violations in the final report & 0 \\
\quad Worst Tran Pin Value & $\sim$0.67 ns \\
\multicolumn{2}{l}{\textbf{Global routing}} \\
\quad Routing usage on met3 & 2.53\% \\
\quad Vias in the first global route & between 2,000 and 3,000 \\
\quad Initial antenna violation count & 0 \\
\quad Global Route Usage Sum & 16.0\% \\
\quad Total grt overflow & 0 \\
\quad Most utilized layer in the global route result & met2 \\
\quad Wire length of the first global-routing pass & 15,900 um \\
\quad Met2 track demand over resource & 25.1\% \\
\quad Grt met1 use & between 20\% and 30\% \\
\quad Largest net degree at the start of global routing & 32 \\
\multicolumn{2}{l}{\textbf{Yosys}} \\
\quad Share of the yosys chip area belonging to registers & 0\% \\
\quad Avg Cell Area, Syn & 6.94 um\^{}2 \\
\quad Chip Area, Yosys & around 2900 um\^{}2 \\
\quad Cells in synth\_stat.txt & approximately 410 \\
\quad Post-Synthesis Cell Area & 2870 um\^{}2 \\
\quad Mux share of post-synthesis cell area & 2.88\% \\
\quad Fraction of synthesized cell area in xor and xnor cells & roughly 1.2\% \\
\quad Main kind of combinational logic by area & AND-OR/OR-AND gates \\
\quad Synthesis Warnings & 1 \\
\quad Count of mapped cells out of synthesis & roughly 410 \\
\quad Cell variety after synth & approximately 70 \\
\quad Simple-Gate Area Share & 25.2\% \\
\quad Synth Area in Adders & 23.2\% \\
\quad Ao+oa area frac & 36.5\% \\
\multicolumn{2}{l}{\textbf{Worst setup path}} \\
\quad CP Launch Type & input pin \\
\quad Highest fanout seen on the critical path & 3 \\
\quad Kind of capture point of the worst setup path & output port \\
\quad Critical path required time & between 8 and 9 ns \\
\quad Critical setup path kind & in2out \\
\quad WP data arrival & 5.94 ns \\
\multicolumn{2}{l}{\textbf{Route}} \\
\quad Routed length per placed instance & around 18 um \\
\quad Number of vias after detailed routing & between 3,000 and 4,000 \\
\quad Count of antenna-violating nets left after detailed routing & 0 \\
\quad Vias per cell & $\sim$6 \\
\quad \# diodes & 0 \\
\quad DRC & 0 \\
\quad Total wire length & between 9000 and 10,000 um \\
\quad Iteration-0 DRC count of the detailed router & around 310 \\
\quad Router iterations before antenna repair & 5 \\
\multicolumn{2}{l}{\textbf{Job}} \\
\quad OpenROAD warning count & approximately 66 \\
\quad Reported max-cap violation count & 0 \\
\multicolumn{2}{l}{\textbf{Pwr}} \\
\quad Total power divided by cell area & roughly 50 nW/um\^{}2 \\
\quad Part of the total power dissipated in sequential elements & 0\% \\
\quad Proportion of power drawn by the clock network & 0\% \\
\quad Switching share of total power & a little over half \\
\quad Reported net switching power & 94.3 uW \\
\quad Share of power burned in combinational logic & about 100\% \\
\quad Cell internal power dissipation & roughly 77 uW \\
\quad Worst-case vdd ir drop & 0.0000201 V \\
\quad Total leakage power & around 0.0015 uW \\
\multicolumn{2}{l}{\textbf{Die}} \\
\quad Area of the core & 7810 um\^{}2 \\
\quad Y dimension of the die & between 100 and 150 um \\
\quad Horizontal die dimension & between 100 and 150 um \\
\quad Num ports & approximately 54 \\
\quad DIE AREA & 12,100 um\^{}2 \\
\quad Cell row count & 32 \\
\quad Floorplan Utilization & between 30\% and 40\% \\
\multicolumn{2}{l}{\textbf{Clocking}} \\
\quad Post-cts repair resize count & 0 \\
\quad Number of buffers inserted to repair setup after CTS & 0 \\
\quad Hold buffer count at CTS & 0 \\
\multicolumn{2}{l}{\textbf{Place}} \\
\quad Count of input and output buffers & between 50 and 60 \\
\quad Routability congestion estimate from global placement & 0.957 \\
\quad Placement-stage worst setup slack & between 2 and 2.5 ns \\
\quad Cell count after placement & approximately 550 \\
\quad Placed cell areas & between 3000 and 4000 um\^{}2 \\
\quad Final HPWL from detailed placement & 7890 um \\
\multicolumn{2}{l}{\textbf{Status}} \\
\quad Run status & complete, no violations \\
\multicolumn{2}{l}{\textbf{Worst hold path}} \\
\quad Hold Crit Class & in2out \\
\hline
\end{tabular}
==> worst max-delay path: stages <==
cell and delay, ns:
clkdlybuf4s50_1 0.49, inv_1 0.07, ha_1 0.22, fa_1 0.40, o21ba_1 0.23, nor4_1 0.34
or4_1 0.19, o2111ai_1 0.14, or4_1 0.56, nor4b_2 0.28, nand4_1 0.18, nor4_2 0.27
clkdlybuf4s50_1 0.51
==> area by class of cell <==
cell class,count,area (um^2)
tap,102,128
inverter,51,191
fill,823,4340
multi-input combinational,336,2550
timing repair buffer,61,593
==> metrics by stage <==
stage                     hold WS [ns]  total power [uW]  util, %
after CTS                         5.35               170     44.4
after detailed placement          5.35               169     44.4
after floorplan                   4.30               107        -
after global routing              5.39               188     44.4
after global placement            5.34               169     44.4
final                             5.34               171     44.4
==> power by group through the flow <==
stage	logic [uW]	registers, uW	clock network, uW
5_1_grt	188	0	0
4_1_cts	170	0	0
6_report	171	0	0
==> final timing paths <==
check	from	endpoint	slack, ns	cells after the start
worst max-delay path	aluSrc1[0]	zero	2.30	13
worst min-delay path	aluSrc2[15]	overflow	5.34	4
==> synth_stat cells, drive strengths merged (6+ instances only) <==
cell	count	share of area [%]
a211oi	6	1.6
a21o	7	1.9
a21oi	22	3.8
a22oi	9	2.4
a31oi	6	1.3
buf	8	2.0
clkbuf	18	2.4
ha	50	22
inv	51	6.7
mux2i	6	2.1
nand2	20	2.6
nand3	11	1.9
nand4	6	1.3
nor2	30	3.9
nor3	8	1.4
o21ai	24	4.2
o31ai	8	2.1
or3	6	1.3
==> cells by family (layout without fill, tap and decap cells) <==
| kind of cell | Yosys count | after routing |
|---|---|---|
| adders and majority gates | 52 | 52 |
| muxes | 8 | 8 |
| buffers and inverters | 77 | 112 |
| xor gates and xnor gates | 4 | 4 |
| AOI/OAI and AO/OA | 144 | 144 |
| and+or+nand+nor | 128 | 128 |
==> cells in the final DEF, fill, tap and decap left out, drive strengths merged, types with 5 or more instances in the layout <==
cell / count
clkdlybuf4s50: 54
inv: 51
ha: 50
nor2: 30
o21ai: 24
a21oi: 22
nand2: 20
nand3: 11
a22oi: 9
nor3: 8
o31ai: 8
buf: 7
a21o: 7
a31oi: 6
mux2i: 6
or3: 6
a211oi: 6
nand4: 6
or2: 5
nor3b: 5
o22a: 5
a41oi: 5
o21a: 5
nand2b: 5
o2111ai: 5
or3b: 5
==> per-layer routing <==
| metal | up-vias | wire [um] |
|---|---|---|
| met4 | 0 | 57 |
| li1 | 1610 | - |
| met3 | 8 | 813 |
| met2 | 133 | 4410 |
| met1 | 1503 | 4700 |
| met5 | - | 0 |
Power and IR drop assume default switching activity.
