===== flow/design.v =====
module Data_Memory(	clk_i, addr_i, data_i, MemRead_i, MemWrite_i, data_o);
input				clk_i;
input	[15:0]		addr_i;
input	[15:0]		data_i;
input				MemRead_i;
input				MemWrite_i;
output	[15:0] 		data_o;
reg		[15:0]		data_o;
reg		[7:0]		Mem 			[0:127];	 
integer				i;
wire	[15:0]		memory			[0:63];
assign  memory[0]={Mem[1], Mem[0]};
assign  memory[1]={Mem[3], Mem[2]};
assign  memory[2]={Mem[5], Mem[4]};
assign  memory[3]={Mem[7], Mem[6]};
assign  memory[4]={Mem[9], Mem[8]};
assign  memory[5]={Mem[11], Mem[10]};
assign  memory[6]={Mem[13], Mem[12]};
assign  memory[7]={Mem[15], Mem[14]};
assign  memory[8]={Mem[17], Mem[16]};
assign  memory[9]={Mem[19], Mem[18]};
assign  memory[10]={Mem[21], Mem[20]};
assign  memory[11]={Mem[23], Mem[22]};
assign  memory[12]={Mem[25], Mem[24]};
assign  memory[13]={Mem[27], Mem[26]};
assign  memory[14]={Mem[29], Mem[28]};
assign  memory[15]={Mem[31], Mem[30]};
assign  memory[16]={Mem[33], Mem[32]};
assign  memory[17]={Mem[35], Mem[34]};
assign  memory[18]={Mem[37], Mem[36]};
assign  memory[19]={Mem[39], Mem[38]};
assign  memory[20]={Mem[41], Mem[40]};
assign  memory[21]={Mem[43], Mem[42]};
assign  memory[22]={Mem[45], Mem[44]};
assign  memory[23]={Mem[47], Mem[46]};
assign  memory[24]={Mem[49], Mem[48]};
assign  memory[25]={Mem[51], Mem[50]};
assign  memory[26]={Mem[53], Mem[52]};
assign  memory[27]={Mem[55], Mem[54]};
assign  memory[28]={Mem[57], Mem[56]};
assign  memory[29]={Mem[59], Mem[58]};
assign  memory[30]={Mem[61], Mem[60]};
assign  memory[31]={Mem[63], Mem[62]};
assign  memory[32]={Mem[65], Mem[64]};
assign  memory[33]={Mem[67], Mem[66]};
assign  memory[34]={Mem[69], Mem[68]};
assign  memory[35]={Mem[71], Mem[70]};
assign  memory[36]={Mem[73], Mem[72]};
assign  memory[37]={Mem[75], Mem[74]};
assign  memory[38]={Mem[77], Mem[76]};
assign  memory[39]={Mem[79], Mem[78]};
assign  memory[40]={Mem[81], Mem[80]};
assign  memory[41]={Mem[83], Mem[82]};
assign  memory[42]={Mem[85], Mem[84]};
assign  memory[43]={Mem[87], Mem[86]};
assign  memory[44]={Mem[89], Mem[88]};
assign  memory[45]={Mem[91], Mem[90]};
assign  memory[46]={Mem[93], Mem[92]};
assign  memory[47]={Mem[95], Mem[94]};
assign  memory[48]={Mem[97], Mem[96]};
assign  memory[49]={Mem[99], Mem[98]};
assign  memory[50]={Mem[101], Mem[100]};
assign  memory[51]={Mem[103], Mem[102]};
assign  memory[52]={Mem[105], Mem[104]};
assign  memory[53]={Mem[107], Mem[106]};
assign  memory[54]={Mem[109], Mem[108]};
assign  memory[55]={Mem[111], Mem[110]};
assign  memory[56]={Mem[113], Mem[112]};
assign  memory[57]={Mem[115], Mem[114]};
assign  memory[58]={Mem[117], Mem[116]};
assign  memory[59]={Mem[119], Mem[118]};
assign  memory[60]={Mem[121], Mem[120]};
assign  memory[61]={Mem[123], Mem[122]};
assign  memory[62]={Mem[125], Mem[124]};
assign  memory[63]={Mem[127], Mem[126]};
initial begin
	for(i=0; i<128; i=i+1)
		Mem[i] = 8'b0;
end 
always@(posedge clk_i) begin
    if(MemWrite_i) begin
		Mem[addr_i+1] <= data_i[15:8];
		Mem[addr_i]   <= data_i[7:0];
	end
end
always@(addr_i or MemRead_i) begin
	if(MemRead_i)
		data_o = {Mem[addr_i+1], Mem[addr_i]};
end
endmodule

===== flow/constraint.sdc =====
current_design Data_Memory

set clk_period 25.3
set clk_io_pct 0.2

create_clock -name clk0 -period $clk_period [get_ports {clk_i}]

set non_clock_inputs [all_inputs -no_clocks]
set_input_delay [expr $clk_period * $clk_io_pct] -clock clk0 $non_clock_inputs
set_output_delay [expr $clk_period * $clk_io_pct] -clock clk0 [all_outputs]

===== flow/run.sh =====
#!/bin/bash
# OpenROAD 26Q1-2900-gdf79404cd8, Yosys 0.63+post, stock flow scripts
make -C /OpenROAD-flow-scripts/flow DESIGN_CONFIG=/design/flow/config.mk WORK_HOME=/design/flow/orfs finish

===== flow/config.mk =====
export PLATFORM = sky130hd
export DESIGN_NAME = Data_Memory
export DESIGN_NICKNAME = Data_Memory
export VERILOG_FILES = /design/flow/design.v
export SDC_FILE = /design/flow/constraint.sdc
export NUM_CORES = 4
export LEC_CHECK = 1
export CORE_UTILIZATION = 30

==> results.txt <==
yosys + openroad results -> Mapped Area around 63000 um2, Ports 51, final hold slack 4.75 ns, Finished Layout Cells ~7500, relative slew slack 0.0999, max frequency roughly 110 MHz, H-Tree Depth 3, layout cells sized above 1 0.420, clk slew on worst S/H paths around 0.060 ns, commonest non-fill, non-tap cell in the layout mux2_2, crit path launch addr_i[1], number of unconstrained endpoints 32, largest net degree at the start of global routing just under 90, power density over cell area a little under 60 nW/um2, Worst Path Arrival around 9.4 ns, Final ANT Viol Nets 0, placed inst area between 60000 and 70000 um2, critical path's top delay family buffers and inverters, crit start category input port, Max FO, Critical Path ~52, final hold vios 0, worst-margin pin slew 1.34 ns, Critical Path, Cell by Cell buf_8 -> ha_4 -> inv_2 -> buf_4 -> nor2_2 -> nand3_2 -> buf_4 -> o21ai_0 -> buf_4, Worst Hold Class in -> reg, synth-to-layout area growth 12.0%, count of unclocked register or latch pins 16, DP Cell Count between 7000 and 8000, TritonCTS clock tree done, Worst path slowest cell o21ai_0, Max Cap Viol 0, post-layout min period between 8 and 9 ns, drt first pass iters 8, Post-Route WL 264000 um, Root Driver clkbuf_16, Mapped Cells between 4000 and 5000, core area 208000 um2, Wirelength per Cell ~35 um, remaining global-route overflow 0, GRT Overall Usage 0.261, critical path endpoint category flop, setup TNS 0 ns, Dominant flop cell edfxtp_1, yosys cell count roughly 4700, GP Congestion between 1 and 1.5, post_cts resized 0, yosys stat area approximately 63000 um2, most used cell along the critical path buf_4, row count around 170, synthesis warning total 1, Worst VDD drop about 0.053 mV, antenna violations before repair 21, status completed, Synth Area per Inst about 14 um2, FP Util 0.303, hpwl dp about 170000 um, Async SR Flop Fraction 0, Post CTS Setup Buffer Count 0, post-synthesis cell type count approximately 86, Synth Register Bits between 1000 and 1500, CTS Hold Bufs 0, Leak between 20 and 25 nW, fin crit share 0.354, Buffers on Ports 41, # DRC 0, Crit path largest cell delay 0.92 ns, fill cell count 20100, Slew Limit Fails 0, Post-synth EDFFs 1024, tool warnings 36, Finished Cell Area about 70000 um2, initial DRC count about 4200, Die X 460 um, TritonCTS Buffers 110, unrepaired setup endpoints after global routing no, Data required, critical path 25.75 ns, chip area between 200000 and 250000 um2, overall power ~0.0042 W, final setup fails 0, Crit Path Category in -> reg, Die Ht about 460 um, vias in the first global route roughly 47000, maximum root-to-sink buffer count 3, Top Layout Cells mux2_2 (1131), edfxtp_1 (1024), nand2_1 (356), via/cell ratio about 6.2, hold_sp data_i[4], first-pass GRT wire length ~370000 um, Via Count approximately 46000, worst path bufs/invs 5
stage by stage:
step / util / worst slack [ns]
3_3_place_gp: 0.322 / 15.84
5_1_grt: 0.339 / 16.51
6_report: 0.339 / 16.35
2_1_floorplan: - / 17.29
3_5_place_dp: 0.322 / 15.79
4_1_cts: 0.339 / 16.60
metal layers:
| metal | vias up | GRT usage | share of wire |
|---|---|---|---|
| met5 | - | 0.0328 | 0.0035 |
| li1 | 18600 | - | - |
| met2 | 3458 | 0.358 | 0.42 |
| met4 | 32 | 0.146 | 0.070 |
| met3 | 845 | 0.188 | 0.17 |
| met1 | 23400 | 0.295 | 0.33 |
synth_stat cells, types with 10 or more instances:
cell type	instances	share of area
a32oi_1	11	0.0015
mux2i_1	201	0.032
a31oi_1	16	0.0016
and3_1	24	0.0024
a21oi_1	137	0.011
nor2_2	30	0.0030
nor2b_1	11	0.0011
buf_4	42	0.0050
a221oi_1	135	0.019
o21ai_0	194	0.015
mux4_2	273	0.098
nand3_1	44	0.0035
a211oi_1	12	0.0014
buf_1	22	0.0013
edfxtp_1	1024	0.49
buf_2	134	0.011
nand2_1	357	0.021
buf_6	19	0.0034
a22o_1	10	0.0014
clkbuf_1	302	0.018
a22oi_1	52	0.0062
dlxtp_1	16	0.0038
o221ai_1	18	0.0025
o22ai_1	111	0.011
mux2_2	1131	0.20
o211ai_1	12	0.0014
nor2_1	127	0.0076
a221o_1	20	0.0032
worst paths after layout:
path          to  slack, ns  cells after the start
min   Mem[29][4]       4.75                      2
max   Mem[22][4]      16.35                      9
flip-flops by register name, summed over array words and instances (netlist names):
signal	flops
Mem	1024
data_o	16
area by class of cell:
| cell class | instances | area, um2 | area share |
|---|---|---|---|
| Antenna cell | 25 | 62.6 | 0.000888 |
| Clock buffer | 137 | 2900 | 0.0411 |
| Clock inverter | 61 | 587 | 0.00833 |
| Inverter | 6 | 31.3 | 0.000444 |
| Multi-Input combinational cell | 3089 | 29600 | 0.420 |
| Sequential cell | 1040 | 31000 | 0.440 |
| Tap cell | 2788 | 3490 | 0.0495 |
| Timing Repair Buffer | 359 | 2810 | 0.0399 |
cells by family (layout without fill, tap and decap cells):
family / after synthesis / after routing / synth area share
compound gates: 822 / 822 / 0.0887
mux: 1609 / 1609 / 0.333
flops: 1024 / 1024 / 0.489
latches: 16 / 16 / 0.00382
simple gates: 651 / 651 / 0.0452
fa+ha+maj: 1 / 1 / 0.000199
buf+inv: 525 / 563 / 0.0388
xor+xnor: 6 / 6 / 0.00125
other cells: 0 / 25 / 0
report_power, final:
part           switching (W)  leakage (nW)  internal [W]
clock network       0.000723          1.68      0.000901
registers         0.00000773          9.34       0.00189
logic               0.000423          11.9      0.000224
Power is estimated from default activity; no workload was simulated.
